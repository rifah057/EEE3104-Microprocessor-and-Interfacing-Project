==> /design/flow/design.v <==
module MainMemory(address, w_enable, r_enable, manual_mode, manual_data, wbus_data);
  input[7:0] address;
  input w_enable, r_enable;
  input manual_mode;
  input[3:0] manual_data;
  inout[3:0] wbus_data;
  reg[3:0] ram[0:255];
  integer k;
  initial
    begin
      for(k=0;k<256;k=k+1)
        begin
          ram[k] = 8'b0;
        end
    end
  always@(posedge w_enable)
    begin
      if(manual_mode)
        begin
          ram[address] <= manual_data;
        end
      else
        begin
          ram[address] <= wbus_data;
        end
    end
  assign wbus_data = (r_enable)?ram[address]:8'bzzzz_zzzz;
endmodule
==> /design/flow/run.sh <==
#!/bin/bash
# OpenROAD 26Q1-2900-gdf79404cd8, Yosys 0.63+post, stock flow scripts
make -C /OpenROAD-flow-scripts/flow DESIGN_CONFIG=/design/flow/config.mk WORK_HOME=/design/flow/orfs finish
==> /design/flow/config.mk <==
export PLATFORM = sky130hd
export DESIGN_NAME = MainMemory
export DESIGN_NICKNAME = MainMemory
export VERILOG_FILES = /design/flow/design.v
export SDC_FILE = /design/flow/constraint.sdc
export NUM_CORES = 4
export LEC_CHECK = 1
export CORE_UTILIZATION = 40
==> /design/flow/constraint.sdc <==
current_design MainMemory

set clk_period 23.4
set clk_io_pct 0.2

create_clock -name clk0 -period $clk_period [get_ports {w_enable}]

set non_clock_inputs [all_inputs -no_clocks]
set_input_delay [expr $clk_period * $clk_io_pct] -clock clk0 $non_clock_inputs
set_output_delay [expr $clk_period * $clk_io_pct] -clock clk0 [all_outputs]
==> deck_impl_summary.md <==
Run Summary

Yosys
  – Area leader share: 75.6%
  – Cell type with the largest total area: edfxtp_1
  – YS chip area: roughly 41,000 um2
  – Post-Syn Area: approximately 40,000 um2
  – Post-synthesis cell type with the largest instance count: edfxtp_1
  – Synth async-reset ratio: 0%
  – Yosys warns: 2
  – Synthesized instance count: 2,243
  – Distinct lib cells: 37
  – Seq/Total Area, Yosys: 75.6%
  – # Cells Yosys: 2,243
  – Registers, synthesis: around 1,000
  – Top cells, area: edfxtp_1 76%, mux4_2 7.1%, mux2i_1 6.8%
  – Synth Flop Type: edfxtp_1
  – EDFF count, synth: 1,024
  – Commonest cells in the netlist: 1,024 x edfxtp_1, 281 x nor2_1, 276 x mux2i_1
  – Post-synthesis average cell area: roughly 18 um2

CTS
  – Longest Clk Path Bufs: 3
  – Root Buffer: clkbuf_16
  – CTS resizes: 0
  – H-tree levels: 3
  – TritonCTS Buffers: ~100
  – Post-CTS Hold Buffers: 0
  – Post-CTS setup repair buffer count: 0
  – Clk sinks: a little over 1,000

Placement
  – Post-DP HPWL: about 55,000 um
  – GP Congestion: between 0.8 and 0.9
  – Port buffer count: 13
  – Setup WS pre-CTS: roughly 9.5 ns

Die
  – # IOs: 19
  – Die y size: roughly 320 um
  – Die width: 321 um
  – Initial Utilization: 40.5%
  – Rows: between 100 and 150

Outcome
  – Outcome: stopped before the end
  – Stopped at: clock tree synthesis
  – Stop err: [error] [KeplerFormal.cpp:679] Workflow failed: Iso has multiple drivers: .wbus_data0, _1916_.Y0
==> cell families after synthesis <==
logic type	Yosys count	share of synthesized area, %
flip-flops	1024	75.6
AND/OR/NAND/NOR	425	4.39
multiplexers	412	14.1
AND-OR/OR-AND	238	4.06
buffers and inverters	144	1.91
==> per-stage QoR <==
| step | total power, W | std cells | instance area [um2] | utilization (%) |
|---|---|---|---|---|
| after floorplan | 0.00223 | 2243 | 40700 | - |
| after global placement | 0.00230 | 3524 | 42300 | 42.1 |
| after detailed placement | 0.00231 | 3524 | 42300 | 42.1 |
Power figures rest on the tool's default switching activity, not on a simulated workload.
